==> ./run.sh <==
#!/bin/bash
# OpenROAD 26Q1-2900-gdf79404cd8, Yosys 0.63+post, stock flow scripts
make -C /OpenROAD-flow-scripts/flow DESIGN_CONFIG=/design/flow/config.mk WORK_HOME=/design/flow/orfs finish
==> ./config.mk <==
export PLATFORM = sky130hd
export DESIGN_NAME = rotor2
export DESIGN_NICKNAME = rotor2
export VERILOG_FILES = /design/flow/design.v
export SDC_FILE = /design/flow/constraint.sdc
export NUM_CORES = 4
export LEC_CHECK = 1
export CORE_UTILIZATION = 30
==> ./constraint.sdc <==
current_design rotor2

set clk_period 5.8
set clk_io_pct 0.2

create_clock -name clk0 -period $clk_period

set non_clock_inputs [all_inputs -no_clocks]
set_input_delay [expr $clk_period * $clk_io_pct] -clock clk0 $non_clock_inputs
set_output_delay [expr $clk_period * $clk_io_pct] -clock clk0 [all_outputs]
==> ./design.v <==
module rotor2(out, in, clock, rotate, set, set_state, state);
    input [25:0] in;
    input rotate, clock, set;
	 input [4:0] set_state;
    output [25:0] out;
    localparam A = 5'b00000, B = 5'b000001, C = 5'b00010, D = 5'b00011,
               E = 5'b00100, F = 5'b00101, G = 5'b00110, H = 5'b00111,
               I = 5'b01000, J = 5'b01001, K = 5'b01010, L = 5'b01011,
               M = 5'b01100, N = 5'b01101, O = 5'b01110, P = 5'b01111,
               Q = 5'b10000, R = 5'b10001, S = 5'b10010, T = 5'b10011,
               U = 5'b10100, V = 5'b10101, W = 5'b10110, X = 5'b10111,
               Y = 5'b11000, Z = 5'b11001;
     output reg [4:0] state;
	  reg [4:0] next_state;
	  reg [4:0] count;
	  reg turn;
	  always @(posedge rotate)
			if(count== 5'b11001)
			begin
				turn <= 1;
				count <= 0;
			end
			else
			begin
				turn <= 0;
				count <= count + 1;
			end
     always @(posedge turn)
     begin
	       case(state)
				 A: next_state = B;
				 B: next_state = C;
				 C: next_state = D;
				 D: next_state = E;
				 E: next_state = F;
				 F: next_state = G;
				 G: next_state = H;
				 H: next_state = I;
				 I: next_state = J;
				 J: next_state = K;
				 K: next_state = L;
				 L: next_state = M;
				 M: next_state = N;
				 N: next_state = O;
				 O: next_state = P;
				 P: next_state = Q;
				 Q: next_state = R;
				 R: next_state = S;
				 S: next_state = T;
				 T: next_state = U;
				 U: next_state = V;
				 V: next_state = W;
				 W: next_state = X;
				 X: next_state = Y;
				 Y: next_state = Z;
				 Z: next_state = A;
				 default: next_state = A;
			endcase
	  end
     always @(*)
	  begin
	      if (set == 1'b1)
			    begin
					  state = 5'b11010;
				 end
			else if ((set == 1'b0) && (rotate == 1))
				 begin
						state = set_state;
				 end
	  end
     wire [51:0] shiftinput;
     wire [51:0] shiftoutput;
     wire [25:0] intermediate;
     assign shiftinput = ({in[25:0],26'b0} >> state);
     default_mapping2 d0(
          .in(shiftinput[51:26]|shiftinput[25:0]), 
          .out(intermediate));
     assign shiftoutput = ({26'b0, intermediate[25:0]} << state);
     assign out = (shiftoutput[51:26]|shiftoutput[25:0]);
endmodule
module default_mapping2(in, out);
     input [25:0] in;
     output [25:0] out;
     assign out[0] = in[17];
     assign out[1] = in[20];
     assign out[2] = in[12];
     assign out[3] = in[23];
     assign out[4] = in[9];
     assign out[5] = in[10];
     assign out[6] = in[15];
     assign out[7] = in[18];
     assign out[8] = in[25];
     assign out[9] = in[4];
     assign out[10] = in[5];
     assign out[11] = in[24];
     assign out[12] = in[2];
     assign out[13] = in[16];
     assign out[14] = in[21];
     assign out[15] = in[6];
     assign out[16] = in[13];
     assign out[17] = in[0];
     assign out[18] = in[7];
     assign out[19] = in[22];
     assign out[20] = in[1];
     assign out[21] = in[14];
     assign out[22] = in[19];
     assign out[23] = in[3];
     assign out[24] = in[11];
     assign out[25] = in[8];
endmodule
==> impl_metrics.csv <==
group,metric,value,unit
critical_path,crit_chain,"clkdlybuf4s50_1 > mux4_2 > mux2_2 > mux4_2 > a211oi_4 > o22ai_1 > or2_0 > mux2_2 > clkdlybuf4s50_1",
pwr,switching_share,0.512,
yosys,top_area_cell,"mux2i_1",
sta,grt_setup_unrepaired,"no",
layout,fin_util,0.398,
yosys,netlist_area,0.00428,mm^2
sta,unclocked_regs,5,
floorplanning,chipArea,0.0147,mm^2
layout,layout-drive-gt1-share,0.229,
route,antenna_left,0,
global_route,grtUsageTotal,0.275,
pwr,power.switching,0.161,mW
route,insertedDiodeCount,0,
min_path,min_path_type,"input port to output port",
route,wl_per_cell,23.7,um
layout,final.fill_count,1440,
critical_path,cp-start-kind,"input port",
global_route,busiest_layer,"met2",
placement,portBuffers,64,
pwr,p_seq_frac,0.009,
pwr,p_int,0.154,mW
floorplanning,rows,43,
sta,relSlewSlack,0.374,
critical_path,arrival,4.51,ns
yosys,ys_warn_count,1,
sta,tightest_slew,0.935,ns
yosys,yosys_cells,580,
route,drc_errors,0,
route,vias,5374,
global_route,use_met2,0.427,
layout,area_growth,29.1,%
pwr,peakVddDrop,27.9,uV
sta,untimed_endpoints,10,
sta,fin_crit_sh,0.977,
floorplanning,die_h,121,um
global_route,grtUsageMet1,0.403,
layout,most-common-layout-cells,"nor2_1, mux2i_1, nand2_1, buf_4, clkdlybuf4s50_1",
yosys,yosysTopAreaCellShare,0.150,
yosys,yosys_area,0.00428,mm^2
sta,drv_slew,0,
layout,largest_reg_flops,5,
pwr,pwr-share-comb,0.991,
route,initialDrtViolationCount,601,
sta,setup_viol,0,
global_route,grt_pass1_vias,4996,
critical_path,path_buffers,2,
yosys,synth_area_per_cell,7.37,um^2
sta,finalCriticalPeriod,5.67,ns
layout,layout_top_cell,"nor2_1",
placement,dpl_worst_slack,-0.0621,ns
critical_path,cp-end-kind,"output port",
yosys,enable_flop_cells,0,
floorplanning,fp_util,0.308,
sta,fin_ws,0.133,ns
placement,dpl.hpwl,14900,um
yosys,numSynthFlops,5,
yosys,ff_type,"dlxtn_1",
global_route,antenna_found_initial,0,
critical_path,cp_slowest_cell,"mux4_2",
route,routed_via_density,6.50,
run_status,status,"complete, no violations",
yosys,netlist_instances,580,
sta,hold_viol_final,0,
global_route,gr-usage-met3,0.0206,
floorplanning,core,0.0139,mm^2
route,first_pass_iters,6,
yosys,yosys.cell_types.count,69,
yosys,async_flop_share,0,
yosys,topCellsByArea,"mux2i_1, mux4_2, nor2_1",
critical_path,crit_type,"input port to output port",
floorplanning,io_pins,65,
placement,gp_congestion,0.979,
floorplanning,die_w,121,um
job,maxCapViolations,0,
pwr,pwr-share-clk,0,
critical_path,crit_family,"multiplexers",
global_route,grt_max_degree,62,
critical_path,slowest_delay,0.58,ns
route,wirelength,19600,um
pwr,leakage,2.20,nW
critical_path,critPathRequiredTime,4.64,ns
sta,max_freq,176,MHz
job,warnings,33,
pwr,power_density,57.1,mW/mm^2
global_route,grt.overflow.total,0,
global_route,grt_pass1_wl,30200,um
critical_path,cp_max_fo,4,
-- cell usage after synthesis (6+ instances only) --
| cell type | n |
|---|---|
| mux4_2 | 28 |
| buf_2 | 6 |
| clkbuf_1 | 31 |
| o211ai_1 | 14 |
| a21oi_1 | 15 |
| a211oi_1 | 8 |
| nor2_1 | 69 |
| o21ai_0 | 35 |
| o22ai_1 | 36 |
| o221ai_1 | 7 |
| nand2_1 | 57 |
| mux2i_1 | 64 |
| a22o_1 | 6 |
| nor3_1 | 14 |
| mux2_2 | 22 |
| a22oi_1 | 23 |
| a31oi_1 | 6 |
| buf_1 | 11 |
| nor2b_1 | 9 |
| nand3_1 | 15 |
-- metal layers --
metal  wire length, um  part of all wire
met5                 0                 0
met4               750             0.038
met3              1660             0.084
met2              8880              0.45
met1              8350              0.43
-- worst paths after layout --
check,from,slack [ns],to,cells past startpoint
max,in[22],0.13,out[8],9
min,in[23],3.85,out[14],7
-- timing repair --
item	4_1_cts	5_1_grt
gates resized	3	49
pin swaps	1	4
setup buffers	1	2
cloned	0	0
hold buffers	0	0
setup endpoints to repair	10	26
-- cell type report --
cell class,instances,area (um^2),area share
multi-input combinational,514,4060,0.735
timing repair buffer,121,1130,0.204
tap,180,225,0.0408
sequential,5,83.8,0.0152
inverter,7,26.3,0.00476
-- per-stage QoR --
step	instances	hold WS [ns]	setup TNS (ns)	power (mW)	instance area [um^2]
6_report	827	3.85	0	0.315	5520
5_1_grt	827	3.95	0	0.336	5520
4_1_cts	825	4.13	0	0.301	5310
3_5_place_dp	824	4.13	-0.141	0.298	5290
3_3_place_gp	824	4.11	-0.0277	0.298	5290
2_1_floorplan	580	2.94	0	0.158	4280
-- cells by family after synthesis --
kind of cell,count (synthesis),share of synthesized area
and+or+nand+nor,190,0.199
buffers and inverters,61,0.0682
AOI/OAI and AO/OA,207,0.350
latches,5,0.0176
muxes,117,0.365
-- worst min-delay path, cell delays in order --
cell             delay [ns]
dlymetal6s2s_1         0.16
mux2i_1                0.15
a22o_1                 0.30
nor2_1                 0.13
a41oi_1                0.29
a2bb2oi_1              0.09
clkdlybuf4s50_1        0.40
-- power groups by stage --
stage | logic (mW) | clock network (mW) | registers, mW
CTS | 0.298 | 0 | 0.00276
global route | 0.333 | 0 | 0.00287
finish | 0.312 | 0 | 0.00281
Power figures rest on the tool's default switching activity, not on a simulated workload.
