==> flow/design.v <==
module MorseCodeDecoder(clock, in, load, show, reset, out);
    input clock;
	 input[4:0] in;
	 input load, show, reset;
	 output out;
	 wire pulse;
	 wire[30:0] cycle;
	 wire[30:0] wire0;
	 wire[13:0] wire1;
	 assign cycle = 25000000;
	 RateDivider r0(.speed(cycle), .clock(clock), .reset_n(reset), .count(wire0));
	 assign pulse = (wire0 == 0) ? 1 : 0;
	 LUT l0(.in(in), .out(wire1));
	 Shifter s0(.clock(clock), .enable(pulse), .load(load), .show(show), .reset(reset), .d(wire1), .q(out));
endmodule
module LUT(in, out);
    input[4:0] in;
    output reg [13:0] out;
    always @(*)
    begin
        case(in)
            5'b00000: out = 14'b10111000000000;  
            5'b00001: out = 14'b11101010100000;  
            5'b00010: out = 14'b11101011101000;  
            5'b00011: out = 14'b11101010000000;  
            5'b00100: out = 14'b10000000000000;  
            5'b00101: out = 14'b10101110100000;  
            5'b00110: out = 14'b11101110100000;  
            5'b00111: out = 14'b10101010000000;  
            5'b01000: out = 14'b10100000000000;  
			   5'b01001: out = 14'b10111011101110;  
			   5'b01010: out = 14'b11101011100000;  
			   5'b01011: out = 14'b10111010100000;  
			   5'b01100: out = 14'b11101110000000;  
			   5'b01101: out = 14'b11101000000000;  
			   5'b01110: out = 14'b11101110111000;  
			   5'b01111: out = 14'b10111011101000;  
			   5'b10000: out = 14'b11101110101110;  
			   5'b10001: out = 14'b10111010000000;  
			   5'b10010: out = 14'b10101000000000;  
			   5'b10011: out = 14'b11100000000000;  
			   5'b10100: out = 14'b10101110000000;  
			   5'b10101: out = 14'b10101011100000;  
			   5'b10110: out = 14'b10111011100000;  
			   5'b10111: out = 14'b11101010111000;  
			   5'b11000: out = 14'b11101011101110;  
			   5'b11001: out = 14'b11101110101000;  
			   default: out = 14'b00000000000000;
        endcase
    end
endmodule
module RateDivider(speed, clock, reset_n, count);
    input[30:0] speed;
	 input clock, reset_n;
    output reg[30:0] count;
	 always @(posedge clock)
    begin
        if (reset_n == 1'b0)
            count <= speed - 1'b1;
        else
            begin
                if (count == 0)
                    count <= speed - 1'b1;
                else
                    count <= count - 1'b1;
				end
    end
endmodule
module Shifter(clock, enable, load, show, reset, d, q);
    input clock, enable, show, load, reset;
    input [13:0] d;
    output q;
	 reg [153:0] message;
    reg [153:0] code;
	 always @(posedge load)
	     begin
			  message[13:0] = d;
			  message = message << 14;
		  end
    always @(posedge clock)
    begin
        if (reset == 1'b0)
            code = 0;
        else if (show == 1'b1)
            code = message;
        else if (enable == 1'b1)
            code = code << 1;
    end
    assign q = code[153];
endmodule
==> flow/run.sh <==
#!/bin/bash
# OpenROAD 26Q1-2900-gdf79404cd8, Yosys 0.63+post, stock flow scripts
make -C /OpenROAD-flow-scripts/flow DESIGN_CONFIG=/design/flow/config.mk WORK_HOME=/design/flow/orfs finish
==> flow/config.mk <==
export PLATFORM = sky130hd
export DESIGN_NAME = MorseCodeDecoder
export DESIGN_NICKNAME = MorseCodeDecoder
export VERILOG_FILES = /design/flow/design.v
export SDC_FILE = /design/flow/constraint.sdc
export NUM_CORES = 4
export LEC_CHECK = 1
export CORE_UTILIZATION = 40
==> flow/constraint.sdc <==
current_design MorseCodeDecoder

set clk_period 11.7
set clk_io_pct 0.2

create_clock -name clk0 -period $clk_period [get_ports {clock}]
create_clock -name clk1 -period $clk_period [get_ports {load}]

set non_clock_inputs [all_inputs -no_clocks]
set_input_delay [expr $clk_period * $clk_io_pct] -clock clk0 $non_clock_inputs
set_output_delay [expr $clk_period * $clk_io_pct] -clock clk0 [all_outputs]
==> flow_metrics.rpt <==
IMPLEMENTATION SUMMARY REPORT
----------------------------------------------------
[Run status]
  Result of the run ........................ complete, no violations

[Floorplanning]
  Vertical die dimension ........................ between 150 and 200 um
  Area enclosed by the die boundary ........................ around 27,000 um^2
  Top-level I/O count ........................ 10
  Standard-cell rows ........................ 59
  Placeable core region ........................ 26,000 um^2
  Fraction of the core area occupied by cells at floorplan ........................ 0.406
  Chip Width ........................ 164 um

[Setup path]
  CP Capture Point ........................ s0.code[142]
  Slack of the worst reg-to-reg path ........................ 8.00 ns
  CP max FO ........................ 111
  Worst reg-to-reg path cell count ........................ 7
  Required time of the critical path ........................ 12.01 ns
  Startpoint of the most critical register-to-register path ........................ r0.count[14]
  CP arrival ........................ 4.76 ns
  Worst r2r dst ........................ s0.code[31]
  First element of the critical path ........................ show
  Critical path launch point type ........................ input pin
  Category of the worst setup path capture point ........................ register
  WS Path Type ........................ input pin to register

[Power]
  Static Leak ........................ approximately 0.0042 uW
  Overall power ........................ 2300 uW
  Clock share of power ........................ 0.484
  Design internal power ........................ ~1800 uW
  Sequential share of power ........................ 0.472
  Power per standard cell area ........................ 194 nW/um^2
  IR Drop Worst-Case VDD ........................ 113 uV
  Psw ........................ 545 uW
  Net switching share of the total power ........................ 0.237
  Portion of total power attributed to combinational logic ........................ 0.044

[Synthesis]
  Post-synthesis sequential element count ........................ a little under 300
  Instance tally after logic synthesis ........................ 1,123
  Warning count from the yosys run ........................ 3
  Synthesis area per yosys ........................ 10,500 um^2
  Mean Syn Cell Area ........................ 9.39 um^2
  Area of the mapped netlist ........................ 10,500 um^2
  Share of synthesized area occupied by flip-flops and latches ........................ 0.551
  Distinct cell type count after synthesis ........................ 39
  Yosys cell count ........................ 1,123

[Timing]
  Least-Margin Pin Slew ........................ 0.807 ns
  Final worst clock skew ........................ 0.0135 ns
  Post-route worst setup slack ........................ roughly 7.2 ns
  Total negative slack ........................ 0 ns
  Worst hold slack ........................ around 0.34 ns
  Max_slew headroom ........................ 0.462
  Number of max-slew violations in the final report ........................ 0
  Final hold violation count ........................ 0
  Setup-violating endpoint count in the final report ........................ 0
  RSZ-0062 raised after global routing ........................ no

[Placement]
  Number of buffers added on ports ........................ 8
  Routability congestion estimate ........................ 0.753
  Post-Place Worst Slack ........................ 6.87 ns
  Number of placed cells counting well taps ........................ 1,372
  Hpwl dp ........................ 10.4 mm

[CTS]
  Clock sinks ........................ 290
  Clock slew seen by the registers of the worst setup and hold paths ........................ 0.07 ns
  Hold buffer count at cts ........................ 0
  Resized cells post-CTS ........................ 0
  CTS tree ........................ done
  Post-CTS setup buffers ........................ 0

[Global routing]
  Global Route Usage Sum ........................ 0.161
  Leftover overflow at the end of global routing ........................ 0
  Wire length of the first global-routing pass ........................ between 30 and 40 mm
  Via count of the first global-routing pass ........................ 7,345
  Largest net degree at the start of global routing ........................ 151
  Antenna violations before repair ........................ 0

[Drt]
  Detailed-routing iteration count for the pre-antenna-repair pass ........................ 4
  Detailed router's first-iteration violation count ........................ ~580
  Antenna viol nets, final ........................ 0
  Number of antenna diodes ........................ 0
  Number of remaining DRC errors ........................ 0
  DRT Wirelength ........................ 20.3 mm
  Total number of vias ........................ 7,588
  Drt via density ........................ ~5.3
  WL/cell ........................ around 14 um

[Finish]
  Share of cells above drive strength 1 ........................ 0.140
  Top logic cells by instance count in the layout ........................ sky130_fd_sc_hd__nor3_1, sky130_fd_sc_hd__dfxtp_1, sky130_fd_sc_hd__o21ai_0, sky130_fd_sc_hd__nor3_2, sky130_fd_sc_hd__nand2_1
  Area grow syn2layout ........................ 12.4%
  Total of fill cells in the finished design ........................ 2,397
  Area of combinational cells with multiple inputs ........................ 4240 um^2
  Leading cell type in the layout, fill and taps excluded ........................ sky130_fd_sc_hd__nor3_1
  Count of placed standard cells in the final layout, fillers left out ........................ 1,435
  Sequential standard cell area ........................ around 5800 um^2

[Run]
  Max-cap check violation count ........................ 0
  Tally of OpenROAD warnings ........................ 38

[Worst hold path]
  Hold Path Class ........................ register to register

----------------------------------------------------
==> cells in the mapped netlist <==
library cell | count | area (um^2)
sky130_fd_sc_hd__o211ai_1 | 2 | 15.0
sky130_fd_sc_hd__a21boi_0 | 1 | 7.51
sky130_fd_sc_hd__nor4_1 | 12 | 75.1
sky130_fd_sc_hd__nor3_1 | 317 | 1590
sky130_fd_sc_hd__o41ai_1 | 1 | 8.76
sky130_fd_sc_hd__mux2i_1 | 7 | 70.1
sky130_fd_sc_hd__nand2_1 | 55 | 206
sky130_fd_sc_hd__a22oi_1 | 2 | 15.0
sky130_fd_sc_hd__dfxtp_1 | 290 | 5810
sky130_fd_sc_hd__and3_1 | 1 | 6.26
sky130_fd_sc_hd__nor3_2 | 81 | 811
sky130_fd_sc_hd__and2_1 | 2 | 12.5
sky130_fd_sc_hd__nand3_1 | 5 | 25.0
sky130_fd_sc_hd__nor2_1 | 25 | 93.8
sky130_fd_sc_hd__a211oi_1 | 1 | 7.51
sky130_fd_sc_hd__nor4bb_1 | 1 | 10.0
sky130_fd_sc_hd__a21oi_1 | 16 | 80.1
sky130_fd_sc_hd__nand4_1 | 4 | 25.0
sky130_fd_sc_hd__mux2_2 | 1 | 11.3
sky130_fd_sc_hd__or4_1 | 5 | 37.5
sky130_fd_sc_hd__o311ai_0 | 1 | 8.76
sky130_fd_sc_hd__o21ai_0 | 133 | 666
sky130_fd_sc_hd__buf_1 | 3 | 11.3
sky130_fd_sc_hd__nand2b_1 | 5 | 31.3
sky130_fd_sc_hd__ha_1 | 8 | 100
sky130_fd_sc_hd__clkbuf_1 | 67 | 251
sky130_fd_sc_hd__nor3b_1 | 2 | 15.0
sky130_fd_sc_hd__inv_1 | 8 | 30.0
sky130_fd_sc_hd__xor2_1 | 7 | 61.3
sky130_fd_sc_hd__or4_4 | 1 | 11.3
sky130_fd_sc_hd__a31oi_1 | 2 | 12.5
sky130_fd_sc_hd__o22ai_1 | 1 | 6.26
sky130_fd_sc_hd__buf_4 | 1 | 7.51
sky130_fd_sc_hd__buf_6 | 11 | 124
sky130_fd_sc_hd__nor2b_1 | 2 | 12.5
sky130_fd_sc_hd__or3_1 | 5 | 31.3
sky130_fd_sc_hd__nand3b_1 | 1 | 7.51
sky130_fd_sc_hd__xnor2_1 | 18 | 158
sky130_fd_sc_hd__buf_2 | 18 | 90.1
==> flip-flops by register name, summed over array words and instances, names as in the netlist <==
signal	flops
r0.count	31
s0.message	120
s0.code	139
==> metrics by stage <==
stage,util,instance area (um^2)
after floorplan,-,10500
after global placement,0.410,10600
after detailed placement,0.410,10600
after CTS,0.456,11900
after global routing,0.456,11900
final,0.456,11900
==> cell type report <==
cell class | instances | area share
Tap cell | 335 | 0.0354
Clock buffer | 41 | 0.0774
Clock inverter | 22 | 0.0246
Multi-Input combinational cell | 725 | 0.357
Timing Repair Buffer | 14 | 0.0129
Inverter | 8 | 0.00264
Sequential cell | 290 | 0.490
==> worst max-delay path: stages <==
cell	delay, ns
sky130_fd_sc_hd__buf_8	0.53
sky130_fd_sc_hd__clkinv_2	0.77
sky130_fd_sc_hd__buf_4	0.58
sky130_fd_sc_hd__o21ai_0	0.35
sky130_fd_sc_hd__nor3_1	0.09
==> power groups by stage <==
| stage | Clock [uW] | Sequential, uW | Combinational, uW |
|---|---|---|---|
| finish | 1110 | 1090 | 101 |
| CTS | 1140 | 1090 | 102 |
| global route | 1180 | 1090 | 115 |
==> worst min-delay path by stage <==
stage                           start              end  slack [ns]  depth (start not counted)
after CTS             s0.message[104]  s0.message[118]        0.34                          0
after global routing   s0.message[38]   s0.message[52]        0.35                          0
final                  s0.message[35]   s0.message[49]        0.34                          0
==> metal layers <==
layer | GRT usage | vias to the layer above | wire length, um
met2 | 0.260 | 62 | 9390
met1 | 0.231 | 3636 | 10100
met4 | 0.0257 | 0 | 299
met5 | 0 | - | 0
met3 | 0.0363 | 15 | 547
li1 | - | 3875 | -
==> logic make-up (layout without fill, tap and decap cells) <==
family,after synthesis,count (layout),share of synthesized area
flops,290,290,0.551
fa+ha+maj,8,8,0.00949
xor+xnor,25,25,0.0208
buf+inv,108,85,0.0488
mux,8,8,0.00771
simple gates,524,524,0.284
compound gates,160,160,0.0784
Power and IR drop assume default switching activity.
